<file path="flow/design.v">
module timer_irq #(
    parameter COUNTER_WIDTH = 32
)(
    input wire clk,
    input wire rst,
    input wire [COUNTER_WIDTH-1:0] prescaler,
    input wire [COUNTER_WIDTH-1:0] count,
    input wire enable,
    input wire irq_clear,
    output reg irq
);
    reg [COUNTER_WIDTH-1:0] counter;
    reg [COUNTER_WIDTH-1:0] prescaler_counter;
    always @(posedge clk) begin
        if (rst) begin
            counter <= 0;
            prescaler_counter <= 0;
            irq <= 0;
        end else begin
            if (irq_clear)
                irq <= 0;
            if (enable) begin
                if (prescaler_counter >= prescaler) begin
                    prescaler_counter <= 0;
                    if (counter >= count) begin
                        counter <= 0;
                        irq <= 1;
                    end else begin
                        counter <= counter + 1;
                    end
                end else begin
                    prescaler_counter <= prescaler_counter + 1;
                end
            end else begin
                counter <= 0;
                prescaler_counter <= 0;
            end
        end
    end
endmodule
</file>
<file path="flow/run.sh">
#!/bin/bash
# OpenROAD 26Q1-2900-gdf79404cd8, Yosys 0.63+post, stock flow scripts
make -C /OpenROAD-flow-scripts/flow DESIGN_CONFIG=/design/flow/config.mk WORK_HOME=/design/flow/orfs finish
</file>
<file path="flow/config.mk">
export PLATFORM = sky130hd
export DESIGN_NAME = timer_irq
export DESIGN_NICKNAME = timer_irq
export VERILOG_FILES = /design/flow/design.v
export SDC_FILE = /design/flow/constraint.sdc
export NUM_CORES = 4
export LEC_CHECK = 1
export CORE_UTILIZATION = 50
</file>
<file path="flow/constraint.sdc">
current_design timer_irq

set clk_period 5.3
set clk_io_pct 0.2

create_clock -name clk0 -period $clk_period [get_ports {clk}]

set non_clock_inputs [all_inputs -no_clocks]
set_input_delay [expr $clk_period * $clk_io_pct] -clock clk0 $non_clock_inputs
set_output_delay [expr $clk_period * $clk_io_pct] -clock clk0 [all_outputs]
</file>
==> impl_metrics.json <==
{
  "outcome": "complete, no violations",
  "min_period_over_period": 0.720,
  "flop_area_um2": 1300,
  "die_y_um": 96.9,
  "yosysCellCount": 563,
  "dpl.cell_count": 731,
  "grt_antenna_before_repair": 0,
  "area_growth_pct": 23.0,
  "vias_per_cell": 5.24,
  "grtUsageMet1": 0.288,
  "postCtsHoldBufs": 0,
  "ant_nets": 0,
  "cts_resized": 0,
  "grt_overflow_total": 0,
  "worstHoldPathCells": 2,
  "fin_hold_ws_ps": 488,
  "cts.sinks": 65,
  "hold_class": "register to register",
  "r2r_start": "prescaler_counter[19]",
  "wl_um": 9330,
  "yosysTopAreaCellShare": 0.289,
  "rsz0062_at_grt": "false",
  "cp_common_cell": "a21oi_1",
  "min_period_ps": 3820,
  "hpwl_um": 7230,
  "fp.dieArea_um2": 9390,
  "pwr-share-clk": 0.450,
  "drv_cap": 0,
  "ys_async_sr_fraction": 0,
  "reg2reg_slack_ps": 2390,
  "max_slew_margin": 0.545,
  "cts-root-buf": "clkbuf_8",
  "ys.flops": 65,
  "path_class": "input port to register",
  "synth_area_leader_cell": "dfxtp_1",
  "post_cts_buffers": 0,
  "fmax_mhz": 262,
  "h-tree-depth": 3,
  "warnings": 26,
  "power-per-cell-area_nw_per_um2": 194,
  "critical_path_buf_inv_count": 3,
  "switching_share": 0.208,
  "fin_tns_setup_ps": 0,
  "netlist_area_um2": 4510,
  "slowest_stage": "or3_1",
  "pwr-share-seq": 0.455,
  "cts.path.max_buffers": 2,
  "num-fill-cells": 737,
  "grt_max_degree": 32,
  "min_from": "counter[31]",
  "io_pins": 69,
  "die_x_um": 96.9,
  "num_rows": 34,
  "start_kind": "input port",
  "edf_count": 0,
  "synth_area_per_cell_um2": 8.00,
  "p_leak_nw": 2.45,
  "combPwrFrac": 0.094,
  "critPathCaptureType": "register",
  "ys_types": 43,
  "crit_family": "simple AND/OR/NAND/NOR gates",
  "first_iter_violations": 133,
  "worstPathRequired_ps": 5560,
  "synthCells": 563,
  "cts_tree": "built",
  "r2r-end": "counter[29]",
  "dr_total_vias": 3906,
  "utilization": 0.636,
  "grt_pass1_wl_um": 16300,
  "fin_cells": 746,
  "tightestPinTransition_ps": 682,
  "drive_gt1_frac": 0.0423,
  "seq_area_frac_synth": 0.289,
  "coreArea_um2": 8720,
  "cts_buffers": 9,
  "busiest_layer": "met2",
  "drt_first_pass_iters": 4,
  "arrival_ps": 4080,
  "p_int_uw": 852,
  "diodes": 0,
  "logic_area_um2": 2870,
  "place.gp.congestion": 0.824,
  "path_cells": "clkdlybuf4s50_1 -> inv_1 -> ha_1 -> a21oi_1 -> o21ai_0 -> a221o_1 -> or3_1 -> nor2_1 -> o21ai_2 -> buf_4 -> a21oi_1",
  "fp-utilization": 0.517,
  "ir_worst_vdd_mv": 0.124,
  "use_met2": 0.362,
  "max_stage_delay_ps": 610,
  "reg2regPathDepth": 9,
  "slew_violations": 0,
  "wl_per_cell_um": 12.5,
  "track_usage": 0.209,
  "portBuffers": 68,
  "finalSetupViolCount": 0,
  "hold_viol": 0,
  "clk_latency_ps": 330,
  "min_to": "counter[31]",
  "grtUsageMet3": 0.0265,
  "critical_path_peak_fanout": 31,
  "synth_warnings": 1,
  "p_total_mw": 1.08,
  "grt_pass1_vias": 3754,
  "ff_type": "dfxtp_1",
  "drc": 0,
  "finClkSkew_ps": 8.01,
  "synth-area-yosys_um2": 4510,
  "switchingPower_uw": 224,
  "clkSlewWorstSetupHoldPaths_ps": 70,
  "top_cells_by_area": "dfxtp_1 (29%), ha_1 (18%), xor2_1 (7.0%), inv_1 (6.2%), nor2_1 (5.5%)"
}
## registers in the layout, indices dropped and copies added (netlist names)
signal / count
irq: 1
prescaler_counter: 32
counter: 32
## metal layers
layer	part of all wire	vias to the layer above	wire length, um
met4	0.018	0	169
met1	0.48	1746	4460
li1	-	2085	-
met2	0.47	60	4420
met5	0	-	0
met3	0.031	15	285
## power by group through the flow
stage         Combinational (mW)  Sequential [mW]  Clock, mW
CTS                        0.103            0.490      0.493
global route               0.115            0.490      0.518
finish                     0.101            0.490      0.485
## area by class of cell
cell class / instances / share of cell area
repair buffers: 74 / 0.131
well taps: 108 / 0.0244
clock inverters: 2 / 0.0108
multi-input cells: 409 / 0.518
flip-flops and latches: 65 / 0.235
inverters: 75 / 0.0508
clock buffers: 13 / 0.0305
## layout by cell type (no fill, tap or decap), types with 2 or more instances in the layout
| master | synthesis | layout |
|---|---|---|
| nand3b_1 | 2 | 2 |
| nor4_1 | 3 | 3 |
| a21oi_1 | 38 | 38 |
| xor2_1 | 36 | 36 |
| clkbuf_8 | 0 | 12 |
| xnor2_1 | 14 | 14 |
| ha_1 | 66 | 66 |
| nand4_4 | 2 | 2 |
| o211ai_1 | 13 | 13 |
| nand2b_1 | 5 | 5 |
| dfxtp_1 | 65 | 65 |
| or3_1 | 9 | 9 |
| nor3_1 | 9 | 9 |
| o2111ai_1 | 6 | 6 |
| clkdlybuf4s50_1 | 0 | 68 |
| bufinv_16 | 0 | 2 |
| buf_4 | 0 | 6 |
| and3_1 | 10 | 10 |
| nand3_1 | 19 | 19 |
| and4_1 | 3 | 3 |
| o21ai_1 | 3 | 2 |
| o31ai_1 | 3 | 3 |
| o21ai_0 | 19 | 19 |
| or4_1 | 3 | 3 |
| nand4_1 | 15 | 15 |
| nand2_1 | 41 | 41 |
| nor2b_1 | 3 | 3 |
| and2_1 | 3 | 3 |
| a211oi_1 | 3 | 3 |
| nor2_1 | 66 | 66 |
| inv_1 | 75 | 75 |
| a21o_1 | 2 | 2 |
## logic make-up (layout without fill, tap and decap cells)
group | count (synthesis) | after routing | share of synthesized area
AND-OR/OR-AND | 97 | 97 | 0.133
XOR/XNOR | 50 | 50 | 0.0972
adder cells (fa/ha/maj) | 66 | 66 | 0.183
buffers and inverters | 89 | 164 | 0.0747
flip-flops | 65 | 65 | 0.289
AND/OR/NAND/NOR | 196 | 196 | 0.223
## stage by stage
stage | setup slack (ps) | instance area, um^2
final | 1480 | 5540
after global routing | 1180 | 5540
after CTS | 1520 | 5540
after detailed placement | 1160 | 5320
after global placement | 1250 | 5320
after floorplan | 2130 | 4510
## how the worst max path moves through the flow
stage / depth (start not counted) / from / slack, ps / endpoint
finish: 11 / prescaler[19] / 1480 / counter[29]
global route: 11 / prescaler[17] / 1180 / counter[22]
CTS: 11 / prescaler[19] / 1520 / counter[9]
## synth_stat cells (5+ instances only)
cell type,count
xnor2_1,14
xor2_1,36
o2111ai_1,6
inv_1,75
a21oi_1,38
nand3_1,19
o211ai_1,13
nand2_1,41
dfxtp_1,65
and3_1,10
clkbuf_1,12
o21ai_0,19
nand2b_1,5
nand4_1,15
nor2_1,66
or3_1,9
nor3_1,9
ha_1,66
## worst reg2reg max path, delay by kind of cell (launching register included)
family	cells	cell delay [ps]
flops	1	330
compound gates	5	840
simple gates	2	1110
buf+inv	1	250
fa+ha+maj	1	310
Power figures rest on the tool's default switching activity, not on a simulated workload.
