==> design/flow/design.v <==
module simd_padd8_signed (
    input  wire [31:0] op_a,
    input  wire [31:0] op_b,
    output wire [31:0] result
);
    wire signed [7:0] a0 = op_a[7:0];
    wire signed [7:0] b0 = op_b[7:0];
    wire signed [7:0] r0 = a0 + b0;
    wire signed [7:0] a1 = op_a[15:8];
    wire signed [7:0] b1 = op_b[15:8];
    wire signed [7:0] r1 = a1 + b1;
    wire signed [7:0] a2 = op_a[23:16];
    wire signed [7:0] b2 = op_b[23:16];
    wire signed [7:0] r2 = a2 + b2;
    wire signed [7:0] a3 = op_a[31:24];
    wire signed [7:0] b3 = op_b[31:24];
    wire signed [7:0] r3 = a3 + b3;
    assign result = {r3, r2, r1, r0};
endmodule
==> design/flow/run.sh <==
#!/bin/bash
# OpenROAD 26Q1-2900-gdf79404cd8, Yosys 0.63+post, stock flow scripts
make -C /OpenROAD-flow-scripts/flow DESIGN_CONFIG=/design/flow/config.mk WORK_HOME=/design/flow/orfs finish
==> design/flow/config.mk <==
export PLATFORM = sky130hd
export DESIGN_NAME = simd_padd8_signed
export DESIGN_NICKNAME = simd_padd8_signed
export VERILOG_FILES = /design/flow/design.v
export SDC_FILE = /design/flow/constraint.sdc
export NUM_CORES = 4
export LEC_CHECK = 1
export CORE_AREA = 10 10 99 99
export DIE_AREA = 0 0 109 109
==> design/flow/constraint.sdc <==
current_design simd_padd8_signed

set clk_period 4.6
set clk_io_pct 0.2

create_clock -name clk0 -period $clk_period

set non_clock_inputs [all_inputs -no_clocks]
set_input_delay [expr $clk_period * $clk_io_pct] -clock clk0 $non_clock_inputs
set_output_delay [expr $clk_period * $clk_io_pct] -clock clk0 [all_outputs]
==> commit_impl_results.txt <==
Record implementation results from latest flow run

- The iteration count recorded for the first detailed-route pass is 4.
- The final report lists the setup-violating endpoint count as 0.
- Min-Delay Path Depth: 3
- Total power for the finished layout comes to about 0.29 mW.
- Post-DR wirelength/cell: 11.21 µm
* Internal Dissipation: 0.1976 mW
* Final worst setup slack: 0.4674 ns
- A synthesized cell averages between 7 and 8 µm².
- Type of the worst setup path: input pin to output port
- Critical path peak fanout: 3
- The via count of the first global-routing pass came to 1,391.
- The worst path in the final design needs a cycle of around 4.1 ns, including I/O delays and setup.
- By instance count after routing, the leading logic cell types are sky130_fd_sc_hd__clkdlybuf4s50_1, sky130_fd_sc_hd__ha_1, sky130_fd_sc_hd__inv_1, sky130_fd_sc_hd__a21oi_1, sky130_fd_sc_hd__xnor2_1.
- The leakage power in the latest report is 0.9609 nW.
- Count of port buffers added during placement: 96
* Yosys warning total: 0
- Global routing used 6.063% of the available tracks across all layers.
* Cell Pwr Density: 128.4 nW/µm²
* Post-route fraction of the period consumed by the critical path: 89.84%
- Total wire length after detailed routing: ~4000 µm
* Path length in cells of the critical path: 9
* Number of endpoints with negative hold slack in the final report: 0
- Most prevalent standard cell on the critical path: sky130_fd_sc_hd__clkdlybuf4s50_1
* Max-capacitance violation count: 0
- Worst Setup Slack post-DPL: 0.4425 ns
- According to the hold report, the worst path is of the input pin to output port type.
* Max-slew headroom at the worst pin: 80.71%
* Status: finished, final reports clean
- Per the STA report, the cell with the highest stage delay on the worst path is sky130_fd_sc_hd__or4b_1.
- Crit end category: output port
- Final max-slew violation count: 0
* Proportion of synthesized chip area in sequential cells: 0%
- Post-CTS setup buffer count: 0
- Of the total power, combinational logic draws 100.0%.
- According to the timing report, the arrival time at the worst endpoint equals 3.21 ns.
* Series of cell instances along the critical path: clkdlybuf4s50_1 > ha_1 > inv_1 > fa_1 > nor2b_4 > o31a_1 > or4b_1 > nand3_1 > clkdlybuf4s50_1
- Ranked by total cell area, the synthesized netlist is headed by sky130_fd_sc_hd__ha_1, sky130_fd_sc_hd__xnor2_1, sky130_fd_sc_hd__a21oi_1.
* Count of different cell masters after synthesis: 27
* Floorplan core density: 15.53%
* Chip Height: 109 µm
* Overall overflow remaining after global route: 0
- Routability-driven placement finished with a final weighted congestion of 0.7967.
- Yosys Chip Area: 1200 µm²
* DR DRC count: 0
- The final antenna diode tally reported by the flow is 0.
* Stage delay of the slowest cell on the critical path: 0.47 ns
* Maximum number of pins on one net before global-route repair: 7
- Largest delay share family, worst path: buffers and inverters
- Netlist Area Pre-Place: 1200 µm²
- In this run the count of I/O pins placed on the die edge is between 90 and 100.
* Peak Freq: 242.0 MHz
- Per the detail_route report, the via count comes to 1,460.
- Number of antenna violations at the first check in global routing: 0
- Dividing the detail-routed via count by the number of cells gives 4.101.
* Share of final-layout standard cells stronger than drive strength 1: 0.3937%
- Per report_power, the clock group accounts for 0% of the total.
- Area of the die: 11,880 µm²
- Top-area cell share: 29.20%
- Area growth syn-to-layout: 90.72%
- OpenROAD emitted warnings numbering 32.
- Register area: 0 µm²
- Per report_power, the sequential group accounts for 0% of the total.
- IR Drop Worst-Case VDD: between 0.04 and 0.05 mV
- After the first detailed-routing iteration, the DRC count stood at 32.
- Number of buffers and inverters on the critical path: 3
- Kind of launch point of the worst setup path: input pin
- Wire length of the first global-routing pass: between 6000 and 7000 µm
- Number of standard cells after synthesis: 158
- The library cell used most frequently in the layout, excluding fill and tap cells, is sky130_fd_sc_hd__clkdlybuf4s50_1.
- Floorplan Core Area: 7727 µm²
* Cell taking the most area after synthesis: sky130_fd_sc_hd__ha_1
- Core utilization of the finished layout: approximately 30%
- Horizontal die size: 109 µm
- Buffers inserted to repair hold after CTS numbered 0.
- Sum of net half-perimeters after detailed placement: between 3000 and 4000 µm
- Once detail routing completed, the nets flagged for antenna violations numbered 0.
- Switching share of total power: 32.77%
- The transition time recorded at the tightest slew-check pin is around 0.29 ns.
- Site row count: 32
* Number of instances resized during post-cts repair: 0
- The data required time reported for the critical path is between 3 and 4 ns.
- The script extracted a net switching power of just under 0.1 mW.
- Clock buffer instance count of the final layout: 0
* Cell total in the yosys stat output: around 160
- Total Neg Setup Slack: 0 ns
* Unrepaired setup endpoints after global routing: no
- Number of sequential cells in the layout: 0
[cells in the mapped netlist (3+ instances only)]
master,instances
sky130_fd_sc_hd__a21o_1,4
sky130_fd_sc_hd__a21oi_1,19
sky130_fd_sc_hd__a31oi_1,3
sky130_fd_sc_hd__and3b_1,3
sky130_fd_sc_hd__fa_1,4
sky130_fd_sc_hd__ha_1,28
sky130_fd_sc_hd__inv_1,19
sky130_fd_sc_hd__nand2_1,4
sky130_fd_sc_hd__nand3_1,10
sky130_fd_sc_hd__nand4_1,3
sky130_fd_sc_hd__nor2_1,7
sky130_fd_sc_hd__nor2b_1,3
sky130_fd_sc_hd__nor3_1,3
sky130_fd_sc_hd__o211ai_1,3
sky130_fd_sc_hd__o21a_1,4
sky130_fd_sc_hd__o21ai_0,7
sky130_fd_sc_hd__o31a_1,4
sky130_fd_sc_hd__or4_1,3
sky130_fd_sc_hd__xnor2_1,12
sky130_fd_sc_hd__xor2_1,7
[worst paths after layout]
path	startpoint	endpoint	slack, ns
worst max-delay path	op_a[0]	result[6]	0.47
worst min-delay path	op_b[8]	result[8]	2.86
[metal layers]
| metal | GRT usage (%) | vias up | routed length (µm) |
|---|---|---|---|
| met3 | 2.628 | 0 | 569 |
| met1 | 7.731 | 625 | 1700 |
| met5 | 0 | - | 0 |
| met2 | 9.897 | 61 | 1722 |
| met4 | 0 | 0 | 0 |
| li1 | - | 774 | - |
[power groups by stage]
| stage | clock network [mW] | registers (mW) | logic (mW) |
|---|---|---|---|
| after CTS | 0 | 0 | 0.301 |
| final | 0 | 0 | 0.294 |
| after global routing | 0 | 0 | 0.330 |
[through the flow]
stage	std cells	area (µm²)	hold WS, ns
2_1_floorplan	158	1200	1.912
3_3_place_gp	356	2288	2.865
3_5_place_dp	356	2288	2.868
4_1_cts	356	2288	2.875
5_1_grt	356	2288	2.902
6_report	356	2288	2.864
[cells by family (layout without fill, tap and decap cells)]
logic type      after synthesis  count (layout)  share of synthesized area, %
compound gates               48              48                         24.82
simple gates                 39              39                         18.67
fa+ha+maj                    32              32                         35.87
xor+xnor                     19              19                         13.87
buf+inv                      19             115                         5.944
mux                           1               1                        0.8342
[cell type report]
type,instances,area [µm²]
multi-input cells,139,1129
inverters,19,71.32
repair buffers,96,960.9
well taps,102,127.6
fillers,797,5439
Power is estimated from default activity; no workload was simulated.
