==> design/flow/config.mk <==
export PLATFORM = sky130hd
export DESIGN_NAME = pdm_mic
export DESIGN_NICKNAME = pdm_mic
export VERILOG_FILES = /design/flow/design.v
export SDC_FILE = /design/flow/constraint.sdc
export NUM_CORES = 4
export LEC_CHECK = 1
export CORE_UTILIZATION = 50
==> design/flow/constraint.sdc <==
current_design pdm_mic

set clk_period 6.3
set clk_io_pct 0.2

create_clock -name clk0 -period $clk_period [get_ports {clk}]

set non_clock_inputs [all_inputs -no_clocks]
set_input_delay [expr $clk_period * $clk_io_pct] -clock clk0 $non_clock_inputs
set_output_delay [expr $clk_period * $clk_io_pct] -clock clk0 [all_outputs]
==> design/flow/design.v <==
module cic3_pdm (
    input  wire        clk,         
    input  wire        rst,         
    input  wire        pdm_in,      
    output wire signed [15:0] pcm_out,  
    output wire        pcm_valid
);
    parameter OUTPUT_SHIFT = 8;  
    reg signed [31:0] integrator_0;
    reg signed [31:0] integrator_1;
    reg signed [31:0] integrator_2;
    reg [5:0] decim_counter;
    reg signed [31:0] comb_0;
    reg signed [31:0] comb_1;
    reg signed [31:0] comb_2;
    reg signed [31:0] delay_0, delay_1, delay_2;
    reg signed [15:0] pcm_out_r;
    reg pcm_valid_r;
    always @(posedge clk or posedge rst) begin
        if (rst) begin
            integrator_0 <= 0;
            integrator_1 <= 0;
            integrator_2 <= 0;
        end else begin
            integrator_0 <= integrator_0 + (pdm_in ? 1 : -1);
            integrator_1 <= integrator_1 + integrator_0;
            integrator_2 <= integrator_2 + integrator_1;
        end
    end
    always @(posedge clk or posedge rst) begin
        if (rst)
            decim_counter <= 0;
        else
            decim_counter <= decim_counter + 1;
    end
    always @(posedge clk or posedge rst) begin
        if (rst) begin
            comb_0 <= 0;
            comb_1 <= 0;
            comb_2 <= 0;
            delay_0 <= 0;
            delay_1 <= 0;
            delay_2 <= 0;
            pcm_valid_r <= 0;
            pcm_out_r <= 0;
        end else begin
            if (decim_counter == 63) begin
                comb_0 <= integrator_2 - delay_0;
                delay_0 <= integrator_2;
                comb_1 <= comb_0 - delay_1;
                delay_1 <= comb_0;
                comb_2 <= comb_1 - delay_2;
                delay_2 <= comb_1;
                pcm_out_r <= comb_2[OUTPUT_SHIFT + 15 : OUTPUT_SHIFT];
                pcm_valid_r <= 1;
            end else begin
                pcm_valid_r <= 0;  
            end
        end
    end
    assign pcm_out = pcm_out_r;
    assign pcm_valid = pcm_valid_r;
endmodule
`default_nettype none
module pdm_mic (
    input wire clk,
    input wire rst,
    input wire enable,
    input wire [15:0] period,   
    input wire pdm_data_in,
    output wire pdm_clk_out,
    output reg [15:0] pcm_sample,
    output reg pcm_valid
);
    reg [15:0] pdm_counter;
    reg pdm_clk;
    always @(posedge clk) begin
        if (rst || !enable) begin
            pdm_counter <= 0;
            pdm_clk <= 0;
        end else begin
            if (pdm_counter >= (period >> 1)) begin   
                pdm_counter <= 0;
                pdm_clk <= ~pdm_clk;
            end else begin
                pdm_counter <= pdm_counter + 1;
            end
        end
    end
    assign pdm_clk_out = enable & pdm_clk;
    wire [15:0] pcm_from_filter;
    wire pcm_valid_from_filter;
    cic3_pdm cic(
        .clk(pdm_clk),
        .rst(rst),
        .pdm_in(pdm_data_in),
        .pcm_out(pcm_from_filter),
        .pcm_valid(pcm_valid_from_filter)
    );
    reg pcm_valid_sync1, pcm_valid_sync2, pcm_valid_sync3;
    always @(posedge clk) begin
        if (rst) begin
            pcm_valid_sync1 <= 0;
            pcm_valid_sync2 <= 0;
            pcm_valid_sync3 <= 0;
            pcm_valid <= 0;
            pcm_sample <= 0;
        end else begin
            pcm_valid_sync1 <= pcm_valid_from_filter;
            pcm_valid_sync2 <= pcm_valid_sync1;
            pcm_valid_sync3 <= pcm_valid_sync2;
            pcm_valid <= pcm_valid_sync2 & ~pcm_valid_sync3;
            if (pcm_valid_sync2 & ~pcm_valid_sync3) begin
                pcm_sample <= pcm_from_filter;
            end
        end
    end
endmodule
`default_nettype wire
==> design/flow/run.sh <==
#!/bin/bash
# OpenROAD 26Q1-2900-gdf79404cd8, Yosys 0.63+post, stock flow scripts
make -C /OpenROAD-flow-scripts/flow DESIGN_CONFIG=/design/flow/config.mk WORK_HOME=/design/flow/orfs finish
==> metrics.cfg <==
[global_route]
antenna_found_initial = 0
grt_max_degree = 134
grt_pass1_wl_mm = 49.7
gr-total-overflow = 0
grt_use_total = 0.184
grt_pass1_vias = 11065

[setup_path]
crit_path_end_kind = primary output
slowest_delay_ps = 500
crit_chain = clkdlybuf4s50_1 -> and2_1 -> clkdlybuf4s50_1
worstSetupPathType = in -> out
startpoint = enable
crit_fanout = 3
arrival_ps = 2350
critPathSlowestCell = clkdlybuf4s50_1
start_kind = input pin
worstReg2RegStart = pdm_counter[0]
rr_worst_depth = 10
cp_common_cell = clkdlybuf4s50_1
cp.required_ps = 5040

[final_layout]
fin_area_um2 = 16700
fillers = 2812
drive_above_1_share = 0.0232
final_core_util = 0.543
syn_to_final_growth_pct = 6.03

[placed_design]
dp.final_hpwl_mm = 20.7
io_buffers = 36
post-place-ws_ps = 2480
placed_area_um2 = 16500
globalplace.congestion = 0.891

[clock_tree]
clkLatencyLatePin_ps = 270
cts-buffers-inserted = 5
cts_hold_buf = 0
cts_setup_buffers = 0
root_buffer = clkbuf_16
htreeDepth = 2
cts_resized = 0
cts_buffer_depth = 2
clkTransAtPathRegs_ps = 50
cts_tree = yes

[drt]
drt-initial-drc-count = 506
postRouteAntennaNets = 0
viasPerCell = 5.30
num_antenna_cells = 0
routed_wl_mm = 27.0
drt_drc_violations_left = 0
drt_first_pass_iters = 18
wl_per_cell_um = 12.7
num_vias = 11255

[logic_synthesis]
ys_cells = 1722
synth_top_area_share = 0.367
ys_area_um2 = 15700
largest_area_cell = dfrtp_1
synth_warnings = 2
synth_cells = 1722
edf_count = 0
ys_seq_share = 0.414
syn_area_um2 = 15700
synth-async-reset-ratio = 0.862
synth_cell_types = 73
syn_avg_cell_area_um2 = 9.14
ys.flop_type = dfrtp_1
synth_flops = 268
topCellsByArea = dfrtp_1 (37%), ha_1 (12%), nand2_1 (6.3%), dfxtp_1 (4.7%), o21ai_0 (4.4%)

[sta]
rsz0062_at_grt = no
setup_viol = 0
fmax_mhz = 277
tns_ps = 0
worst_pin_slew_ps = 881
unclocked_regs = 231
max_slew_margin = 0.412
period_used_share = 0.573
fin_ws_ps = 2690
hold_violations = 0
min_period_ps = 3610
skew_ps = 2.80
untimed_endpoints = 231
finalMaxSlewViolations = 0

[power_and_ir_drop]
p_per_area_nw_per_um2 = 38.0
power.leakage_uw = 0.00754
ir_drop_mv = 0.0968

[floorplanning]
coreArea_um2 = 30700
design.portCount = 38
initCoreUtil = 0.512
fp.dieH_um = 179
num_rows = 64
die-area_um2 = 32200
die_x_um = 179

[run]
cap_violations = 0
warnings = 28

[outcome]
status = completed

[hold_path]
hp-class = reg -> reg
worstHoldStart = pcm_valid_sync3
hold_path_depth = 1

metal layers:
| layer | track usage | wire length [um] | vias to the layer above | share of wire |
|---|---|---|---|---|
| li1 | - | - | 6047 | - |
| met5 | 0 | 0 | - | 0 |
| met3 | 0.00660 | 214 | 11 | 0.0079 |
| met1 | 0.272 | 13300 | 5142 | 0.49 |
| met2 | 0.327 | 13300 | 55 | 0.49 |
| met4 | 0.0100 | 112 | 0 | 0.0041 |
where the power goes:
part / total (uW) / switching [uW] / internal, uW
sequential: 235 / 0.779 / 235
clock: 287 / 89.6 / 197
combinational: 112 / 69.9 / 42.2
total: 635 / 160 / 474
area by class of cell:
type / instances / area (um^2) / area share
multi-input combinational: 1299 / 8650 / 0.518
sequential: 268 / 6530 / 0.391
tap: 396 / 495 / 0.0297
timing repair buffer: 45 / 440 / 0.0264
inverter: 107 / 408 / 0.0244
clock buffer: 6 / 139 / 0.00832
clock inverter: 2 / 36.3 / 0.00217
through the flow:
step	std cells	total power, uW	hold WS [ps]
floorplan	1722	323	406
global placement	2115	355	425
detailed placement	2115	357	425
CTS	2123	648	433
global route	2123	672	448
finish	2123	635	430
cell usage after synthesis, drive strengths merged, types with 3 or more instances:
cell / count
a21o: 60
and3: 17
nor3: 16
o21a: 16
a311oi: 3
a221oi: 5
or2: 4
nor2b: 28
a211o: 6
nand2: 264
or3: 5
dfxtp: 37
o21bai: 10
a2111oi: 5
dfrtp: 231
a211oi: 21
clkbuf: 42
nor4: 3
o31a: 3
nand3: 28
nor3b: 4
a21boi: 3
o22ai: 3
o31ai: 9
and2: 8
ha: 153
nand2b: 23
a21oi: 128
a31oi: 16
nor2: 67
fa: 5
o21ai: 187
xor2: 54
o2111ai: 4
xnor2: 78
buf: 6
nand4b: 3
o41ai: 5
o211ai: 12
nand4: 17
inv: 107
state kept, by name, indices dropped and copies added (netlist names), 24 cells and up:
register	cells
cic.delay_1	24
cic.delay_2	24
cic.integrator_1	24
cic.delay_0	24
cic.integrator_2	24
cic.comb_1	24
cic.comb_0	24
cic.integrator_0	24
cell families (layout without fill, tap and decap cells):
logic type                 Yosys count  count (layout)  share of synthesized area
AOI/OAI and AO/OA                  514             514                      0.204
and+or+nand+nor                    493             493                      0.141
DFF                                268             268                      0.414
adders and majority gates          158             158                      0.128
buffers and inverters              155             160                     0.0372
xor gates and xnor gates           132             132                     0.0734
muxes                                2               2                    0.00127
worst paths after layout:
path	to	slack (ps)
worst max-delay path	pdm_clk_out	2690
worst min-delay path	pcm_valid	430
worst max register to register	pdm_counter[8]	3710
worst min register to register	pcm_valid	430
cells in the final DEF, fill, tap and decap left out, types with 6 or more instances in the layout:
| cell type | count |
|---|---|
| xnor2_1 | 78 |
| dfrtp_1 | 231 |
| o211ai_1 | 11 |
| ha_1 | 153 |
| inv_1 | 105 |
| clkdlybuf4s50_1 | 36 |
| o21a_1 | 16 |
| o21bai_1 | 10 |
| xor2_1 | 54 |
| nand4_1 | 17 |
| nand3_1 | 27 |
| a21o_1 | 60 |
| nand2b_1 | 23 |
| a211o_1 | 6 |
| a211oi_1 | 19 |
| and2_1 | 8 |
| o31ai_1 | 9 |
| o21ai_1 | 48 |
| dfxtp_1 | 36 |
| nor2b_1 | 28 |
| nand2_1 | 264 |
| nor2_1 | 67 |
| and3_1 | 17 |
| nor3_1 | 16 |
| a21oi_1 | 126 |
| buf_4 | 8 |
| o21ai_0 | 138 |
| a31oi_1 | 13 |
critical path: cells and delay by family:
| kind | cells | cell delay [ps] |
|---|---|---|
| buffers and inverters | 2 | 960 |
| and+or+nand+nor | 1 | 130 |
Power figures rest on the tool's default switching activity, not on a simulated workload.
